**/design/flow/run.sh**
```bash
#!/bin/bash
# OpenROAD 26Q1-2900-gdf79404cd8, Yosys 0.63+post, stock flow scripts
make -C /OpenROAD-flow-scripts/flow DESIGN_CONFIG=/design/flow/config.mk WORK_HOME=/design/flow/orfs finish
```
**/design/flow/config.mk**
```make
export PLATFORM = sky130hd
export DESIGN_NAME = ahb_lite_slave
export DESIGN_NICKNAME = ahb_lite_slave
export VERILOG_FILES = /design/flow/design.v
export SDC_FILE = /design/flow/constraint.sdc
export NUM_CORES = 4
export LEC_CHECK = 1
export CORE_UTILIZATION = 30
```
**/design/flow/constraint.sdc**
```tcl
current_design ahb_lite_slave

set clk_period 14.4
set clk_io_pct 0.2

create_clock -name clk0 -period $clk_period [get_ports {clk}]

set non_clock_inputs [all_inputs -no_clocks]
set_input_delay [expr $clk_period * $clk_io_pct] -clock clk0 $non_clock_inputs
set_output_delay [expr $clk_period * $clk_io_pct] -clock clk0 [all_outputs]
```
**/design/flow/design.v**
```verilog
module ahb_lite_slave
(
	input wire clk,
	input wire n_rst,
	input wire [1:0] coefficient_num,
	input wire modwait,
	input wire [15:0] fir_out,
	input wire err,
	input wire hsel,
	input wire [3:0] haddr,
	input wire hsize,
	input wire [1:0] htrans,
	input wire hwrite,
	input wire [15:0] hwdata,
	output reg [15:0] sample_data,
	output reg data_ready,
	output reg new_coefficient_set,
	output reg [15:0] fir_coefficient,
	output reg [15:0] hrdata,
	output reg hresp
);
	reg [1:0] state;
	reg [1:0] next_state;
	reg [15:0][7:0] Memory;
	reg [15:0][7:0] next_Memory;
	reg next_data_ready;
	reg [3:0] haddr_buff;
	reg hsize_buff;
typedef enum bit [1:0] {IDLE,
			WRITE,
			READ,
			ERROR} stateType;
always_comb begin: CONTROLLER_STATE_LOGIC
	next_state = state;
	case(state)
		IDLE: next_state  = (hsel && ((hwrite && ((haddr == 0) | (haddr == 1) | (haddr == 2) | (haddr == 3) | (haddr == 15))) 
					| ((!hwrite) && (haddr == 15)))) ? ERROR :
				   (hsel && hwrite && (htrans != 0)) ? WRITE :
				   (hsel && !hwrite && (htrans != 0)) ? READ :
				   IDLE;
		WRITE: next_state = (hsel && ((hwrite && ((haddr == 0) | (haddr == 1) | (haddr == 2) | (haddr == 3) | (haddr == 15))) 
					| ((!hwrite) && (haddr == 15)))) ? ERROR :
				   (hsel && hwrite && (htrans != 0)) ? WRITE :
				   (hsel && !hwrite && (htrans != 0)) ? READ :
				   IDLE;
		READ: next_state  = (hsel && ((hwrite && ((haddr == 0) | (haddr == 1) | (haddr == 2) | (haddr == 3) | (haddr == 15))) 
					| ((!hwrite) && (haddr == 15)))) ? ERROR :
				   (hsel && hwrite && (htrans != 0)) ? WRITE :
				   (hsel && !hwrite && (htrans != 0)) ? READ :
				   IDLE;
		ERROR: next_state = (hsel && ((hwrite && ((haddr == 0) | (haddr == 1) | (haddr == 2) | (haddr == 3) | (haddr == 15))) 
					| ((!hwrite) && (haddr == 15)))) ? ERROR :
				   (hsel && hwrite && (htrans != 0)) ? WRITE :
				   (hsel && !hwrite && (htrans != 0)) ? READ :
				   IDLE;
	endcase
end
always_ff @(posedge clk, negedge n_rst) begin: CONTROLLER_FF
	if(!n_rst) begin
		state <= IDLE;
		data_ready <= 0;
		Memory <= 0;
		haddr_buff <= 0;  
		hsize_buff <= 0; 
	end
	else begin
		state <= next_state;
		data_ready <= next_data_ready;
		Memory <= next_Memory;
		haddr_buff <= haddr;
		hsize_buff <= hsize;
	end
end
always_comb begin: CONTROLLER_OUTPUT
	hrdata = 0;
	hresp = (hsel && ((hwrite && ((haddr == 0) | (haddr == 1) | (haddr == 2) | (haddr == 3) | (haddr == 15))) 
					| ((!hwrite) && (haddr == 15)))) ? 1 : 0;
	case(state)
		READ: begin
			if (hsize_buff == 1)
				if (haddr_buff % 2 == 1)
					hrdata = {Memory[haddr_buff], Memory[haddr_buff - 1'b1]};
				else
					hrdata = {Memory[haddr_buff + 1'b1], Memory[haddr_buff]};
			else
				if (haddr_buff % 2 == 1)
					hrdata = {Memory[haddr_buff], 8'b0};
				else
					hrdata = {8'b0, Memory[haddr_buff]};
			if (haddr_buff == 4'd14) hrdata = {8'b0, Memory[14]};
		end
	endcase
end
always_comb begin: APB_SLAVE_STATE_LOGIC
	next_Memory = Memory;
	next_data_ready = data_ready;
	if(err) begin
		next_Memory[1] = 1;
		next_Memory[0] = 0;
	end
	else if(new_coefficient_set) begin
		next_Memory[0] = 1;
		next_Memory[1] = 0;
	end
	else if(modwait) begin
		next_Memory[0] = 1;
		next_Memory[1] = 0;
	end
	else begin
		next_Memory[0] = 0;
		next_Memory[1] = 0;
	end
	next_Memory[2] = fir_out[7:0];
	next_Memory[3] = fir_out[15:8];
	next_Memory[15] = '0;
	if (coefficient_num == 3) begin
		next_Memory[14] = 0;
	end
	new_coefficient_set = Memory[14];
	sample_data = {Memory[5], Memory[4]};
	fir_coefficient = {Memory[coefficient_num * 2 + 7], Memory[coefficient_num * 2 + 6]};
	case(state)
		WRITE: begin
			if(hsize_buff == 1)
				if(haddr % 2 == 1) begin
					next_Memory[haddr_buff - 1'b1] = hwdata[7:0];
					next_Memory[haddr_buff] = hwdata[15:8];
				end
				else begin
					next_Memory[haddr_buff] = hwdata[7:0];
					next_Memory[haddr_buff + 1'b1] = hwdata[15:8];
				end
			else
				if(haddr % 2 == 1)
					next_Memory[haddr_buff] = hwdata[15:8];
				else
					next_Memory[haddr_buff] = hwdata[7:0];
			if(haddr_buff == 4 | haddr_buff == 5)
				next_data_ready = 1;
		end
	endcase
	if (modwait) next_data_ready = 0;
end
endmodule
```
==> flow_summary.yaml <==
# physical design summary
global_route:
  grt_max_degree: 63
  grt_remaining_overflow: 0
  grt_pass1_wl_mm: 152
  total_track_usage: 0.425
  first_global_vias: 18400
  number_of_antenna_violations_at_the_first_check_in_global_routing: 10
finish:
  combinational_gate_area_um2: 11400
  final-seq-area_um2: 3420
  fill_cells: 5282
  utilization: 0.351
  final_layout_size_suffix_gt1_frac: 0.178
  syn2layout_area_growth_pct: 14.8
yosys:
  synth_async_sr_flop_share: 1.00
  ys.flops: 136
  yosys_most_used_dff: "dfrtp_1"
  cell_count_after_synthesis: 1885
  yosys-stat-area_um2: 15800
  synth.yosys.warnings: 1
  synth-seq-area-share: 0.215
  synth-edff-count: 0
  syn_area_per_cell_um2: 8.39
  synth.yosys.num_cells: 1885
  post_synthesis_cell_area_um2: 15800
  ys_types: 109
power_and_ir_drop:
  power_w: 0.00191
  power-per-cell-area_nw_per_um2: 105
  p_leak_nw: 6.44
  vdd_ir_drop_max_uv: 94.0
timing:
  slew_headroom: 0.192
  postLayoutSetupSlackWorst_ns: 6.79
  final_count_of_negative_setup_slack_endpoints: 0
  final.period_utilization: 0.528
  shortest_period_the_worst_path_allows_ns: 7.61
  clock.fmax_mhz: 131
  rsz0062_at_grt: "no"
  max_slew.worst_pin.slew_ns: 1.20
  report.final.slew_viol_count: 0
  setup_tns_ns: 0
  hold_violations: 0
  final.hold.worst_slack_ns: 0.521
  fin_worst_skew_ns: 0.0286
routing:
  postRouteAntennaNets: 0
  drt_first_iter_violations: 2952
  drt_drc_violations_left: 0
  detailroute.via_count: 19400
  drt_first_pass_iters: 6
  routedWlPerCell_um: 42.7
  route.detailed.vias_per_inst: 7.45
  wirelength_mm: 111
worst_hold_path:
  hold_path.class: "reg -> reg"
clocking:
  cts_hold_buffers: 0
  cts_tree: "done"
  numCtsBuffers: 17
  clockRootBuffer: "clkbuf_16"
  cts.htree.levels: 4
  clk_latency_ns: 0.49
  post_cts.repair.setup_buffers: 0
  cts_resized: 0
  cts_buffer_depth: 2
  clock_sinks: 136
  cts.clk_slew.worst_paths_ns: 0.06
setup_path:
  critPathLaunchType: "input pin"
  critPathCaptureType: "primary output"
  critical_path_class: "in -> out"
  maximum_fanout_count_along_the_critical_path: 17
  critPathRequiredTime_ns: 11.52
  critical_path_arrival_ns: 4.73
flow_run:
  tool_warnings: 33
  number_of_maximum_capacitance_constraint_violations: 0
die:
  floorplan.die_area_um2: 53700
  std_cell_rows: 83
  io_pins: 98
  die.size.y_um: 232
  fp_util: 0.306
  core_ar_um2: 51700
  die_width_um: 232
placement:
  detailedPlace.worstSlack_ns: 6.79
  io_buffers: 97
  hpwl_mm: 81.6
  gpl.final_weighted_congestion: 1.14
outcome:
  status: "finished clean"
[area by class of cell]
| cell class | instances | area share |
|---|---|---|
| Antenna cell | 3 | 0.000413 |
| Timing Repair Buffer | 201 | 0.0964 |
| Tap cell | 680 | 0.0468 |
| Clock inverter | 14 | 0.0103 |
| Inverter | 33 | 0.00682 |
| Sequential cell | 136 | 0.188 |
| Clock buffer | 18 | 0.0236 |
| Multi-Input combinational cell | 1520 | 0.627 |
[per-stage QoR]
stage	cell area (um2)	std cells
floorplan	15800	1885
CTS	18200	2602
detailed placement	17500	2570
finish	18200	2605
global route	18200	2602
global placement	17500	2570
[cells in the final DEF, fill, tap and decap left out, types with 20 or more instances in the layout]
cell	instances
a21oi_1	90
a22oi_1	54
a31oi_1	34
and3_1	22
buf_4	105
clkdlybuf4s50_1	95
dfrtp_1	130
inv_1	28
mux2i_1	21
mux4_2	117
nand2_1	234
nand3_1	93
nand4_1	22
nor2_1	155
nor3_1	55
o211ai_1	20
o21ai_0	105
o221ai_1	34
o22ai_1	39
[synthesized netlist by cell type, types with 10 or more instances]
cell,instances,area [um2]
a211o_1,11,96.3
a211oi_1,11,82.6
a21oi_1,90,450
a221o_1,17,170
a221oi_1,10,87.6
a22o_1,18,158
a22oi_1,54,405
a311oi_1,12,105
a31oi_1,34,213
a32oi_1,17,149
and2_1,13,81.3
and3_1,22,138
buf_1,15,56.3
buf_2,37,185
buf_4,28,210
clkbuf_1,109,409
dfrtp_1,136,3400
ha_1,17,213
inv_1,29,109
mux2i_1,21,210
mux4_2,117,2640
nand2_1,234,878
nand2b_1,14,87.6
nand3_1,93,465
nand4_1,22,138
nor2_1,156,586
nor2b_1,13,81.3
nor3_1,55,275
nor4_1,15,93.8
o211ai_1,20,150
o21ai_0,105,526
o221ai_1,35,307
o22ai_1,39,244
o31ai_1,18,135
o32ai_1,13,114
or3_1,10,62.6
[worst max-delay path, cell delays in order]
cell,delay (ns)
clkdlybuf4s50_1,0.46
buf_4,0.39
mux4_2,0.56
clkdlybuf4s50_1,0.43
[sequential cells by signal, summed over array words and instances, names as in the netlist]
signal      count
data_ready      1
hsize_buff      1
haddr_buff      4
state           2
Memory        128
[metal layers]
layer / share of wire / global-route usage / wire length, um
met1: 0.36 / 0.539 / 40300
met3: 0.16 / 0.226 / 17900
met2: 0.41 / 0.593 / 45300
met4: 0.068 / 0.202 / 7590
met5: 0.0011 / 0.0138 / 122
[power by group]
part | switching, W | total [W] | internal [W]
Combinational | 0.000421 | 0.000761 | 0.000340
Clock | 0.000213 | 0.000490 | 0.000277
Sequential | 0.000215 | 0.000663 | 0.000448
[path summary, 6_finish.rpt]
kind | from | end | slack (ns) | depth (start not counted)
max in group asynchronous | n_rst | haddr_buff[0] | 10.30 | 3
setup reg to reg | haddr_buff[0] | Memory[100] | 8.03 | 15
hold reg to reg | data_ready | data_ready | 0.52 | 2
hold / removal | data_ready | data_ready | 0.52 | 2
min in group asynchronous | n_rst | Memory[104] | 2.41 | 1
setup / recovery | coefficient_num[0] | fir_coefficient[3] | 6.79 | 4
[cell families (layout without fill, tap and decap cells)]
logic type	count (synthesis)	in the layout	synth area share
adder cells (fa/ha/maj)	17	17	0.0134
other	0	3	0
XOR/XNOR	8	8	0.00656
buffers and inverters	229	266	0.0668
AND/OR/NAND/NOR	711	711	0.219
multiplexers	146	146	0.186
flip-flops	136	136	0.215
AND-OR/OR-AND	638	638	0.294
Power and IR drop assume default switching activity.
