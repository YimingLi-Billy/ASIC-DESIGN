==> ./design.v <==
module flex_counter
#(
	parameter NUM_CNT_BITS = 4
)
(
	input wire clk,
	input wire n_rst,
	input wire clear,
	input wire count_enable,
	input wire [NUM_CNT_BITS - 1:0]rollover_val,
	output reg [NUM_CNT_BITS - 1:0]count_out,
	output reg rollover_flag
);
	reg [NUM_CNT_BITS - 1:0]next_count;
	reg next_rollover;
	always_comb begin
		next_count = count_out;
		next_rollover = rollover_flag;
		if(count_enable) begin
			if (count_out == (rollover_val - 1)) begin
				next_rollover = 1;
				next_count = count_out + 1;
			end 
			else if (count_out >= rollover_val) begin
				next_count = 1;
				next_rollover = 0;
			end
			else begin
				next_count = count_out + 1;
				next_rollover = 0;
			end
		end
		if(clear) begin
			next_rollover = 0;
			next_count = 0;
		end
	end
	always_ff @(posedge clk, negedge n_rst) begin
		if (n_rst == 1'b0) begin
			count_out <= 1'b0;
			rollover_flag <= 1'b0;
		end else begin
			count_out <= next_count;
			rollover_flag <= next_rollover;
		end
	end
endmodule
module timer
#(
	parameter NUM_CNT_BITS = 4
)
(
	input wire clk,
	input wire n_rst,
	input wire enable_timer,
	output reg shift_enable,
	output reg packet_done
);
	flex_counter #(4) CT1 (
				.clk(clk),
				.n_rst(n_rst),
				.clear(!enable_timer | packet_done),
				.count_enable(enable_timer),
				.rollover_val(4'b1010),
				.rollover_flag(shift_enable));
	flex_counter #(4) CT2 (
				.clk(clk),
				.n_rst(n_rst),
				.clear(!enable_timer | packet_done),
				.count_enable(shift_enable),
				.rollover_val(4'b1001),
				.rollover_flag(packet_done));
endmodule
==> ./run.sh <==
#!/bin/bash
# OpenROAD 26Q1-2900-gdf79404cd8, Yosys 0.63+post, stock flow scripts
make -C /OpenROAD-flow-scripts/flow DESIGN_CONFIG=/design/flow/config.mk WORK_HOME=/design/flow/orfs finish
==> ./config.mk <==
export PLATFORM = sky130hd
export DESIGN_NAME = timer
export DESIGN_NICKNAME = timer
export VERILOG_FILES = /design/flow/design.v
export SDC_FILE = /design/flow/constraint.sdc
export NUM_CORES = 4
export LEC_CHECK = 1
export CORE_AREA = 10 10 70 70
export DIE_AREA = 0 0 80 80
==> ./constraint.sdc <==
current_design timer

set clk_period 2.1
set clk_io_pct 0.2

create_clock -name clk0 -period $clk_period [get_ports {clk}]

set non_clock_inputs [all_inputs -no_clocks]
set_input_delay [expr $clk_period * $clk_io_pct] -clock clk0 $non_clock_inputs
set_output_delay [expr $clk_period * $clk_io_pct] -clock clk0 [all_outputs]
==> impl_metrics.yaml <==
# physical design summary
floorplanning:
  top_level_ports: 5
  chip_area_sq_um: 6400
  dieHeight_um: 80
  core_util_floorplan: 0.170
  fp.dieW_um: 80
  core-area_sq_um: 3420
  std_cell_rows: 21
worst_setup_path:
  required_ns: 1.68
  cp.depth: 1
  critPathKind: "reg -> out"
  crit_path_end: "shift_enable"
  critPathTopFamily: "buffers and inverters"
  crit_path_cell_trace: "clkdlybuf4s50_1"
  end_kind: "output pin"
  r2r_setup_slack_ns: 0.57
  crit_path_start: "CT1.rollover_flag"
  crit_slowest_cell: "clkdlybuf4s50_1"
  worstPathArrival_ns: 1.25
  r2r_cells: 5
  critPathBufInv: 1
  r2r-end: "CT2.count_out[1]"
  worstPathMaxFanout: 8
  cp-start-kind: "flop"
  reg2reg_from: "CT2.count_out[0]"
  slowest_delay_ns: 0.52
timing:
  setup_tns_ns: 0
  rsz0062_at_grt: "no"
  clock_skew_ns: 0.00262
  hold_viol: 0
  setup_viol: 0
  fin_crit_ns: 1.67
  max_freq_mhz: 600
  fin_crit_sh: 0.793
  slew_viol_final: 0
  tightest_slew_ns: 0.452
  maxSlewHeadroom: 0.698
cts:
  clkTransAtPathRegs_ns: 0.07
  ctsHoldBuffers: 0
  post-cts-setup-buffers: 0
  post_cts_resized: 0
  cts_buffer_depth: 2
  h-tree-depth: 1
  cts_buffers: 3
  cts_tree: "built"
  cts_root_buffer: "clkbuf_4"
  insertion_delay_ns: 0.27
  cts_sinks: 10
global_route:
  grt_pass1_vias: 437
  track_usage: 0.0369
  grt-ovfl-total: 0
  grt_max_degree: 11
  grt_pass1_wl_mm: 1.86
  antenna_found_initial: 0
drt:
  routed-wl-met3_um: 114
  top_layer_used: "met3"
  drtIter0Drc: 7
  drt_pass1_iterations: 2
  route.detailed.drc: 0
  wl_per_cell_um: 9.61
  drt-met1-wl_um: 471
  viasPerCell: 3.92
  met2WireLength_um: 442
  antennaDiodeCount: 0
  routed-via-count: 419
  antenna_left: 0
  routed_wl_mm: 1.03
synthesis:
  numSynthFlops: 10
  synth.top_cell.area_share: 0.430
  edf_count: 0
  postSynthCellCount: 54
  ys_chip_area_sq_um: 582
  ys_seq_frac: 0.430
  yosysCellCount: 54
  syn_area_sq_um: 582
  syn_avg_cell_area_sq_um: 10.8
  synth-async-reset-ratio: 1.00
  yosys.area.top_type: "dfrtp_1"
  yosys.cell_types.count: 25
  topCellsByArea: "dfrtp_1 (43%), ha_1 (15%), inv_1 (3.9%), o21ai_0 (3.4%), nor2b_1 (3.2%)"
  synth_top_flop_cell: "dfrtp_1"
  yosysWarnings: 1
final_layout:
  final_layout_size_suffix_gt1_frac: 0.115
  final_cell_mix: "dfrtp_1 (10), ha_1 (7), inv_1 (6)"
  fin_area_sq_um: 704
  layout.cells.most_common: "dfrtp_1"
  fill_cells: 366
  area_delta_synth_final_pct: 21.1
  final_util: 0.206
job:
  drv_cap: 0
  warnings: 30
placed_design:
  dpl_cell_area_sq_um: 668
  port_buffers: 4
  gp_congestion: 0.828
  hpwl_um: 779
hold_path:
  hold_path.class: "in -> async"
power_and_ir_drop:
  power.density_nw_per_um2: 580
  combPwrFrac: 0.075
  vdd_drop_max_v: 0.000177
  clockPowerShare: 0.426
  p_sw_w: 0.0000925
  internal_power_w: 0.000316
  switching_share: 0.226
  power_frac_seq: 0.500
  leakagePower_nw: 0.298
outcome:
  status: "finished clean"
routing by layer:
metal / vias up / GRT usage
met2: 12 / 0.0570
met5: - / 0
met4: 0 / 0
met3: 0 / 0.0295
met1: 198 / 0.0416
li1: 209 / -
power by group through the flow:
stage / clock network (W) / registers, W / logic, W
4_1_cts: 0.000182 / 0.000204 / 0.0000316
5_1_grt: 0.000191 / 0.000205 / 0.0000365
6_report: 0.000174 / 0.000204 / 0.0000306
metrics by stage:
stage / hold slack [ns] / total power [W] / setup WS [ns] / cells
2_1_floorplan: 0.124 / 0.000228 / 0.700 / 54
3_3_place_gp: 0.523 / 0.000238 / 0.445 / 103
3_5_place_dp: 0.532 / 0.000239 / 0.433 / 103
4_1_cts: 0.482 / 0.000418 / 0.408 / 107
5_1_grt: 0.503 / 0.000432 / 0.346 / 107
6_report: 0.465 / 0.000409 / 0.434 / 107
area by class of cell:
type,count,area [sq um],share of cell area
timing repair buffer,4,40.0,0.0568
multi-input combinational,36,294,0.417
tap,46,57.6,0.0817
sequential,10,250,0.355
inverter,7,26.3,0.0373
clock buffer,4,36.3,0.0515
cell usage after synthesis (2+ instances only):
cell type,number
a21oi_1,3
dfrtp_1,10
ha_1,7
inv_1,6
nand2_1,2
nor2b_1,3
nor3b_1,2
o21ai_0,4
registers in the layout, summed over array words and instances (netlist names):
signal / count
CT2.rollover_flag: 1
CT1.count_out: 4
CT1.rollover_flag: 1
CT2.count_out: 4
how the worst min path moves through the flow:
stage | cells after the start | to
final | 1 | CT2.count_out[1]
after CTS | 1 | CT2.count_out[1]
after global routing | 1 | CT2.count_out[1]
cells by family after synthesis:
logic type / Yosys count / share of synthesized area
flops: 10 / 0.430
simple gates: 13 / 0.142
compound gates: 16 / 0.213
buf+inv: 8 / 0.0645
fa+ha+maj: 7 / 0.151
Power and IR drop assume default switching activity.
