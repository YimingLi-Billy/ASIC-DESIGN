`/design/flow/design.v`:
```
module apb_slave
(
	input wire clk,
	input wire n_rst,
	input wire [7:0] rx_data,
	input wire data_ready,
	input wire overrun_error,
	input wire framing_error,
	input wire psel,
	input wire [2:0] paddr,
	input wire penable,
	input wire pwrite,
	input wire [7:0] pwdata,
	output reg data_read,
	output reg [7:0] prdata,
	output reg pslverr,
	output reg [3:0] data_size,
	output reg [13:0] bit_period
);
	reg [1:0] state;
	reg [1:0] next_state;
	reg [6:0][7:0] Memory;
	reg [6:0][7:0] next_Memory;
typedef enum bit [1:0] {IDLE,
			WRITE,
			READ,
			ERROR} stateType;
always_comb begin: CONTROLLER_STATE_LOGIC
	next_state = state;
	case(state)
		IDLE: next_state = ((psel && pwrite && !((paddr == 2) | (paddr == 3) | (paddr == 4))) | (psel && !pwrite && !((paddr == 0) | (paddr == 1) | (paddr == 2) | (paddr == 3) | (paddr == 4) | (paddr == 5) | (paddr == 6)))) ? ERROR :
				   (psel && pwrite) ? WRITE :
				   (psel && !pwrite) ? READ :
				   IDLE;
		WRITE: next_state = IDLE;
		READ: next_state = IDLE;
		ERROR: next_state = IDLE;
	endcase
end
always_ff @(posedge clk, negedge n_rst) begin: CONTROLLER_FF
	if(!n_rst)
		state <= IDLE;
	else
		state <= next_state;
end
always_comb begin: CONTROLLER_OUTPUT
	prdata = 0;
	pslverr = 0;
	case(state)
		READ: begin
			if (penable) begin
				if (paddr == 6) begin
					case(Memory[4])
						8'd5: prdata = {3'b000, Memory[6][7:3]};
						8'd7: prdata = {1'b0, Memory[6][7:1]};
						default: prdata = Memory[6];
					endcase
				end
				else begin
					prdata = Memory[paddr];
				end
			end
		end
		ERROR: pslverr = 1;
	endcase
end
always_comb begin: APB_SLAVE_STATE_LOGIC
	data_read = 0;
	next_Memory = Memory;
	next_Memory[0] = data_ready;
	next_Memory[1] = overrun_error ? 2 :
			 framing_error ? 1 : 0;
	next_Memory[5] = '0;
	next_Memory[6] = rx_data;
	case(state)
		WRITE: next_Memory[paddr] = penable ? pwdata : Memory[paddr];
		READ: begin
			if (penable) begin
				if (paddr == 6) begin
					data_read = 1;
				end
			end
		end
	endcase
	data_size = Memory[4];
	bit_period = {Memory[3], Memory[2]};
end
always_ff @(posedge clk, negedge n_rst) begin: APB_SLAVE_FF
	if (!n_rst) begin
		Memory <= 0;
	end
	else begin
		Memory <= next_Memory;
	end
end
endmodule
```
`/design/flow/run.sh`:
```
#!/bin/bash
# OpenROAD 26Q1-2900-gdf79404cd8, Yosys 0.63+post, stock flow scripts
make -C /OpenROAD-flow-scripts/flow DESIGN_CONFIG=/design/flow/config.mk WORK_HOME=/design/flow/orfs finish
```
`/design/flow/config.mk`:
```
export PLATFORM = sky130hd
export DESIGN_NAME = apb_slave
export DESIGN_NICKNAME = apb_slave
export VERILOG_FILES = /design/flow/design.v
export SDC_FILE = /design/flow/constraint.sdc
export NUM_CORES = 4
export LEC_CHECK = 1
export CORE_UTILIZATION = 50
```
`/design/flow/constraint.sdc`:
```
current_design apb_slave

set clk_period 3.3
set clk_io_pct 0.2

create_clock -name clk0 -period $clk_period [get_ports {clk}]

set non_clock_inputs [all_inputs -no_clocks]
set_input_delay [expr $clk_period * $clk_io_pct] -clock clk0 $non_clock_inputs
set_output_delay [expr $clk_period * $clk_io_pct] -clock clk0 [all_outputs]
```
==> flow_summary.json <==
{
  "post_synth.cell_area_avg_um2": 9.889,
  "hold-worst-slack_ns": 0.2583,
  "period_needed_ns": 3.156,
  "static_leakage_nw": 2.044,
  "stdcell_area_um2": 4484,
  "final_antenna_net_count": 0,
  "timing.critical_path.slowest_stage_cell": "sky130_fd_sc_hd__clkdlybuf4s50_1",
  "critPathKind": "primary input to output port",
  "placement.setup.worst_slack_ns": -0.006986,
  "clk_pin_slew_ns": 0.08,
  "layout_worst_path_cycle_share_pct": 95.65,
  "detail_route.vias_per_cell": 5.714,
  "worst_slack_ns": 0.1436,
  "die-height_um": 85.56,
  "min-delay-path-class": "primary input to asynchronous set/reset pin",
  "rrSetupSlack_ns": 1.59,
  "routedWlPerCell_um": 19.01,
  "family_with_the_most_delay_on_the_worst_path": "buffers and inverters",
  "via_count_of_the_first_global_routing_pass": 2795,
  "cts_tree": "done",
  "cts-buffers-inserted": 9,
  "detail_route.drc_violations": 0,
  "final_hold_viol_count": 0,
  "core_util_floorplan_pct": 51.67,
  "critPathBufInv": 3,
  "placement.io_buffers": 54,
  "max_slew_margin_pct": 60.18,
  "drt-pass1-iter-count": 7,
  "number_of_synthesized_register_bits": 60,
  "setup_violations": 0,
  "h-tree-depth": 3,
  "finalClockSkew_ns": 0.007744,
  "largest_fanout_on_the_critical_path": 15,
  "openroad_warnings": 31,
  "edf_count": 0,
  "routed-via-count": 2954,
  "gpl.final_weighted_congestion": 1.007,
  "grt_max_degree": 42,
  "floorplan.rows": 30,
  "max_freq_mhz": 316.8,
  "drc_marker_count_from_the_first_detailed_route_iteration": 177,
  "area_growth_pct": 28.46,
  "final_core_utilization_pct": 66.37,
  "route.antenna.diode_count": 0,
  "critical-path-max-stage-delay_ns": 0.53,
  "crit_path_end_kind": "output port",
  "synth_warnings": 1,
  "timing_max_transition_violations_final": 0,
  "top_level_ports": 55,
  "synth_async_sr_flop_share_pct": 100.0,
  "totalPowerFinal_mw": 2.074,
  "globalRouteOverflowTotal": 0,
  "worst-endpoint-arrival_ns": 2.50,
  "crit_start_category": "primary input",
  "tightest_slew_ns": 0.5973,
  "ys_area_um2": 3491,
  "grt_antenna_before_repair": 0,
  "timing.critical_path.cells": "clkdlybuf4s50_1 > buf_4 > nor2_4 > a22oi_2 > nand2_1 > o22ai_1 > clkdlybuf4s50_1",
  "design.die.area_um2": 7320,
  "grt_setup_unrepaired": "no",
  "placedInstanceArea_um2": 4249,
  "die_width_um": 85.56,
  "syn_inst": 353,
  "vdd_drop_max_v": 0.0004222,
  "synth_cell_types": 43,
  "setup_total_negative_slack_ns": 0,
  "grt_usage_pct": 29.23,
  "cap_violations": 0,
  "flip_flop_cell_with_the_highest_count_after_synthesis": "sky130_fd_sc_hd__dfrtp_1",
  "placed_cells_incl_taps": 501,
  "cts_max_path_buffers": 2,
  "worstPathRequired_ns": 2.64,
  "post-dp-hpwl_mm": 7.462,
  "power_density_nw_per_um2": 462.5,
  "postSynthSeqShare_pct": 43.05,
  "grt_first_pass_wirelength_mm": 15.22,
  "synth_area_um2": 3491,
  "cts_root_buf": "sky130_fd_sc_hd__clkbuf_8",
  "crit_top_cell": "sky130_fd_sc_hd__clkdlybuf4s50_1",
  "yosys-stat-cells": 353,
  "layoutNonFillerInstCount": 517,
  "share_of_layout_cells_above_drive_strength_1_pct": 23.11,
  "core_area_um2": 6756,
  "run_status": "finished clean",
  "wirelength_mm": 9.828,
  "clock_insertion_delay_worst_skew_ns": 0.34,
  "cts_sinks": 60
}
==> final cells by class <==
cell class                      instances  area, um^2
Timing Repair Buffer                  102       905.9
Inverter                                9       33.78
Clock buffer                            9       123.9
Tap cell                               80       100.1
Sequential cell                        60        1503
Fill cell                             542        2272
Clock inverter                          7       106.4
Multi-Input combinational cell        250        1712
==> state kept, by name, summed over array words and instances (netlist names) <==
signal  cells
state       4
Memory     56
==> routing by layer <==
metal / track usage [%] / share of wire [%]
met1: 46.30 / 46
met2: 44.65 / 46
met3: 5.957 / 6.7
met4: 4.545 / 1.8
met5: 0 / 0
==> power by group <==
group | leakage [nW] | switching (mW) | total (mW) | internal, mW
registers | 0.797 | 0.0636 | 0.865 | 0.801
clock network | 0.116 | 0.323 | 0.761 | 0.438
logic | 1.13 | 0.209 | 0.448 | 0.238
==> final timing paths <==
check / endpoint / startpoint / depth (start not counted)
worst min register to register: state[3]$_DFF_PN0_ / state[0]$_DFF_PN1_ / 2
min in group clk0: state[3]$_DFF_PN0_ / state[0]$_DFF_PN1_ / 2
worst min-delay path: Memory[24]$_DFFE_PN0P_ / n_rst / 1
worst max register to register: Memory[3]$_DFF_PN0_ / state[2]$_DFF_PN0_ / 4
max in group asynchronous: Memory[44]$_DFF_PN0_ / n_rst / 2
worst max-delay path: prdata[4] / paddr[2] / 7
==> Yosys cell counts, types with 2 or more instances <==
cell,instances,area [um^2]
sky130_fd_sc_hd__mux2_2,5,56.30
sky130_fd_sc_hd__o21ai_0,4,20.02
sky130_fd_sc_hd__mux2i_1,31,310.3
sky130_fd_sc_hd__buf_2,4,20.02
sky130_fd_sc_hd__nor2_1,29,108.9
sky130_fd_sc_hd__a22oi_2,7,87.58
sky130_fd_sc_hd__dfrtp_1,59,1476
sky130_fd_sc_hd__a32oi_2,7,113.9
sky130_fd_sc_hd__clkbuf_1,5,18.77
sky130_fd_sc_hd__o211ai_1,5,37.54
sky130_fd_sc_hd__nand2_1,49,183.9
sky130_fd_sc_hd__a31oi_1,7,43.79
sky130_fd_sc_hd__buf_4,21,157.7
sky130_fd_sc_hd__nand4b_1,3,26.28
sky130_fd_sc_hd__nand3_1,7,35.03
sky130_fd_sc_hd__o21ai_1,32,160.2
sky130_fd_sc_hd__nand2_2,3,18.77
sky130_fd_sc_hd__buf_6,3,33.78
sky130_fd_sc_hd__nand4_1,5,31.28
sky130_fd_sc_hd__o22ai_1,8,50.05
sky130_fd_sc_hd__nand3b_1,8,60.06
sky130_fd_sc_hd__inv_1,8,30.03
sky130_fd_sc_hd__o211ai_2,2,25.02
sky130_fd_sc_hd__nor2_2,2,12.51
sky130_fd_sc_hd__nor2b_1,6,37.54
sky130_fd_sc_hd__ha_1,8,100.1
sky130_fd_sc_hd__and2_1,9,56.30
==> cells by family (layout without fill, tap and decap cells) <==
kind of cell	count (synthesis)	after routing	synth area share, %
adders and majority gates	8	8	2.867
and+or+nand+nor	130	130	18.82
muxes	36	36	10.50
AOI/OAI and AO/OA	76	76	16.77
buffers and inverters	43	127	7.993
DFF	60	60	43.05
==> repair_timing <==
action / 4_1_cts / 5_1_grt
setup endpoints to repair: 2 / 3
cloned: 0 / 0
buffers inserted: 0 / 0
pin swaps: 0 / 1
gates resized: 1 / 2
hold buffers: 0 / 0
==> cell usage in the layout, fill, tap and decap left out, types with 5 or more instances in the layout <==
cell type and count:
sky130_fd_sc_hd__clkdlybuf4s50_1 51, sky130_fd_sc_hd__mux2_2 5, sky130_fd_sc_hd__o22ai_1 8, sky130_fd_sc_hd__o21ai_1 33, sky130_fd_sc_hd__nand3_1 7, sky130_fd_sc_hd__nand2_1 49, sky130_fd_sc_hd__nor2b_1 5, sky130_fd_sc_hd__buf_4 47
sky130_fd_sc_hd__a32oi_2 7, sky130_fd_sc_hd__and2_1 9, sky130_fd_sc_hd__dfrtp_1 59, sky130_fd_sc_hd__o211ai_1 5, sky130_fd_sc_hd__nand3b_1 8, sky130_fd_sc_hd__a31oi_1 7, sky130_fd_sc_hd__nand4_1 5, sky130_fd_sc_hd__nor2_1 29
sky130_fd_sc_hd__clkbuf_8 9, sky130_fd_sc_hd__a22oi_2 7, sky130_fd_sc_hd__inv_1 8, sky130_fd_sc_hd__ha_1 8, sky130_fd_sc_hd__mux2i_1 31
Power and IR drop assume default switching activity.
